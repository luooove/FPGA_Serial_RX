### design/flow/run.sh
#!/bin/bash
# OpenROAD 26Q1-2900-gdf79404cd8, Yosys 0.63+post, stock flow scripts
make -C /OpenROAD-flow-scripts/flow DESIGN_CONFIG=/design/flow/config.mk WORK_HOME=/design/flow/orfs finish
### design/flow/config.mk
export PLATFORM = sky130hd
export DESIGN_NAME = rx_module_demo
export DESIGN_NICKNAME = rx_module_demo
export VERILOG_FILES = /design/flow/design.v
export SDC_FILE = /design/flow/constraint.sdc
export NUM_CORES = 4
export LEC_CHECK = 1
export CORE_UTILIZATION = 30
### design/flow/constraint.sdc
current_design rx_module_demo

set clk_period 2.4
set clk_io_pct 0.2

create_clock -name clk0 -period $clk_period [get_ports {CLK}]

set non_clock_inputs [all_inputs -no_clocks]
set_input_delay [expr $clk_period * $clk_io_pct] -clock clk0 $non_clock_inputs
set_output_delay [expr $clk_period * $clk_io_pct] -clock clk0 [all_outputs]
### design/flow/design.v
module control_module
(
	CLK,RSTn,
	RX_Done_Sig,
	RX_Data,
	RX_En_Sig,
	Number_Data
);
input CLK;
input RSTn;
input RX_Done_Sig;
input [7:0] RX_Data;
output RX_En_Sig;
output [7:0] Number_Data;
reg[7:0] rData;
reg isEn;
always@(posedge CLK or negedge RSTn)
if(!RSTn)
	rData <= 8'd0;
else if(RX_Done_Sig)
	begin
		rData <= RX_Data;
		isEn <= 1'b0;
	end
else	
	isEn <= 1'b1;
assign Number_Data = rData;
assign RX_En_Sig = isEn;
endmodule
module detect_module(CLK,RSTn,RX_Pin_In,H2L_Sig);
input CLK;
input RSTn;
input RX_Pin_In;
output H2L_Sig;
reg H2L_F1;
reg H2L_F2;
always @(posedge CLK or negedge RSTn)
if(!RSTn)
	begin
		H2L_F1 <= 1'b1;
		H2L_F2 <= 1'b1;
	end
else
	begin
		H2L_F1 <= RX_Pin_In;
		H2L_F2 <= H2L_F1;
	end
assign H2L_Sig = H2L_F2 & !H2L_F1;
endmodule
module rx_bps_module(CLK,RSTn,Count_Sig,BPS_CLK);
input CLK;
input RSTn;
input Count_Sig;
output BPS_CLK;
reg [11:0] Count_BPS;
always @(posedge CLK or negedge RSTn)
if(!RSTn)
	Count_BPS <= 12'b0;
else if(Count_BPS == 12'd2082)
	Count_BPS <= 12'd0;
else if(Count_Sig)
	Count_BPS <= Count_BPS + 1'b1;
else
	Count_BPS <= 12'd0;
assign BPS_CLK = (Count_BPS == 12'd1041) ? 1'b1 : 1'b0;
endmodule
module rx_control_module(CLK,RSTn,H2L_Sig,RX_Pin_In,BPS_CLK,RX_En_Sig,Count_Sig,RX_Data,RX_Done_Sig);
input CLK;
input RSTn;
input H2L_Sig;
input RX_En_Sig;
input RX_Pin_In;
input BPS_CLK;
output Count_Sig;
output [7:0]RX_Data;
output RX_Done_Sig;
reg[3:0] i;
reg[7:0] rData;
reg isCount;
reg isDone;
always @(posedge CLK or negedge RSTn)
if(!RSTn)
	begin
		i <= 4'd0;
		rData <= 8'd0;
		isCount <= 1'b0;
		isDone <= 1'b0;
	end
else if(RX_En_Sig)
	case (i)
		4'd0:
		if(H2L_Sig)
			begin
				i <= i + 1'b1;
				isCount <= 1'b1;
			end
		4'd1:
		if(BPS_CLK)
			begin
				i <= i + 1'b1;
			end
		4'd2, 4'd3, 4'd4, 4'd5, 4'd6, 4'd7, 4'd8, 4'd9:
		if(BPS_CLK)
			begin
				i <= i + 1'b1;
				rData[i - 2] <= RX_Pin_In;
			end
		4'd10:
		if(BPS_CLK)
			begin
				i <= i + 1'b1;
			end
		4'd11:
		if(BPS_CLK)
			begin
				i <= i + 1'b1;
			end
		4'd12:
			begin
				i <= i + 1'b1;
				isDone <= 1'b1;
				isCount <= 1'b0;
			end
		4'd13:
			begin
				i <= 1'b0;
				isDone <= 1'b0;
			end
		endcase
assign Count_Sig = isCount;
assign RX_Data = rData;
assign RX_Done_Sig = isDone;
endmodule
module rx_module(CLK,RSTn,RX_Pin_In,RX_En_Sig,
					  RX_Done_Sig,RX_Data
						);
input CLK;
input RSTn;
input RX_Pin_In;
input RX_En_Sig;
output [7:0] RX_Data;
output RX_Done_Sig;
wire H2L_Sig;
detect_module U1
(
	.CLK(CLK),
	.RSTn(RSTn),
	.RX_Pin_In(RX_Pin_In),  
	.H2L_Sig(H2L_Sig)       
);
wire BPS_CLK;
rx_bps_module U2
(
	.CLK(CLK),
	.RSTn(RSTn),
	.Count_Sig(Count_Sig),   
	.BPS_CLK(BPS_CLK)        
);
wire Count_Sig;
rx_control_module U3
(
	.CLK(CLK),
	.RSTn(RSTn),
	.H2L_Sig(H2L_Sig),
	.RX_En_Sig(RX_En_Sig),
	.RX_Pin_In(RX_Pin_In),
	.BPS_CLK(BPS_CLK),
	.Count_Sig(Count_Sig),
	.RX_Data(RX_Data),
	.RX_Done_Sig(RX_Done_Sig)
);
endmodule
module rx_module_demo
(
	CLK,RSTn,
	RX_Pin_In,
	Number_Data
);
input CLK;
input RSTn;
input RX_Pin_In;
output [3:0] Number_Data;
wire RX_Done_Sig;
wire [7:0] RX_Data;
rx_module U1
(
	.CLK(CLK),
	.RSTn(RSTn),
	.RX_Pin_In(RX_Pin_In),
	.RX_En_Sig(RX_En_Sig),
	.RX_Done_Sig(RX_Done_Sig),
	.RX_Data(RX_Data)
);
wire RX_En_Sig;
wire [7:0] Output_Data;
control_module U2
(
	.CLK(CLK),
	.RSTn(RSTn),
	.RX_Done_Sig(RX_Done_Sig),
	.RX_Data(RX_Data),
	.RX_En_Sig(RX_En_Sig),
	.Number_Data(Output_Data)
);
assign Number_Data = Output_Data[3:0];
endmodule
==> results.py <==
# Synthesis and PnR figures
metrics = {
    "outcome": {
        "outcome": "finished, violations left",
        "violations": "negative setup slack",
    },
    "floorplanning": {
        "die_x_um": 80.8,
        "rows": 28,
        "io_pins": 7,
        "die-area_mm2": 0.00652,
        "core-area_mm2": 0.00596,
        "die_h_um": 80.8,
        "fp-utilization_pct": 31.3,
    },
    "synth": {
        "top_cell": "dfrtp_1",
        "edf_count": 1,
        "async_reset_ff_share_pct": 96.6,
        "synth.avg_cell_area_um2": 10.3,
        "synthFlopType": "dfrtp_1",
        "yosys_warnings": 4,
        "postSynthCellCount": 180,
        "yosysCellCount": 180,
        "synth.distinct_cells": 41,
        "ys_seq_share_pct": 39.4,
        "yosys.area.top_type": "dfrtp_1",
        "synthDominantCellAreaShare_pct": 34.9,
        "ys_ff": 29,
        "yosysChipArea_mm2": 0.00186,
        "syn_area_mm2": 0.00186,
        "synthTopCellsByArea": "dfrtp_1 35%, ha_1 12%, nand3_1 4.3%, mux2_2 3.6%, nor2_1 3.4%",
        "top_cells_by_count": "26 x dfrtp_1, 18 x ha_1, 17 x nor2_1",
    },
    "clock_tree": {
        "cts_sinks": 29,
        "clk_path_buf_depth": 2,
        "cts.reportedPaths.clkPinSlew_ns": 0.07,
        "cts_max_level": 2,
        "cts_buffers": 5,
        "root_buffer": "clkbuf_8",
        "cts_tree": "yes",
        "worstSkewPairLatency_ns": 0.28,
    },
    "final_layout": {
        "post-route-util_pct": 40.5,
        "syn2layout_area_growth_pct": 29.4,
        "layout-drive-gt1-share_pct": 34.4,
        "fin_area_mm2": 0.00241,
    },
    "critical_path": {
        "startpoint": "U1.U3.i[1]$_DFFE_PN0P_",
        "regToRegEndpoint": "U1.U3.rData[3]$_DFFE_PN0P_",
        "critPathKind": "reg2reg",
        "rrSetupSlack_ns": -0.35,
        "start_kind": "flip-flop",
        "worstPathRequired_ns": 2.57,
        "end_kind": "flip-flop",
        "cp.arrival_ns": 2.92,
        "reg2reg_from": "U1.U3.i[1]$_DFFE_PN0P_",
        "crit_path_end": "U1.U3.rData[3]$_DFFE_PN0P_",
        "r2r_cells": 12,
        "worstPathMaxFanout": 3,
    },
    "routing": {
        "vias_per_cell": 4.78,
        "wl_per_cell_um": 12.6,
        "drt-initial-drc-count": 95,
        "antenna-diode-count": 0,
        "drc": 0,
        "vias": 1401,
        "wirelength_mm": 3.68,
        "drtPass1Iterations": 4,
        "ant_nets": 0,
    },
    "sta": {
        "skew_ns": 0.00810,
        "fmax_mhz": 363,
        "drv_slew": 0,
        "layout_worst_path_cycle_share_pct": 115,
        "finalSetupViolCount": 4,
        "worst_slack_ns": -0.351,
        "hold_violations": 0,
        "maxSlewHeadroom_pct": 76.6,
        "tightestPinTransition_ns": 0.352,
        "min_period_ns": 2.75,
        "rsz0062_at_grt": "true",
    },
    "power_and_ir_drop": {
        "powerDensity_mw_per_mm2": 1290,
        "leakagePower_nw": 1.07,
        "peakVddDrop_v": 0.000775,
    },
    "placed_design": {
        "dpl-instance-area_mm2": 0.00220,
        "place_hpwl_mm": 2.53,
        "preCtsSetupSlack_ns": -0.407,
        "place_congestion": 0.869,
        "io_buffers": 6,
    },
    "grt": {
        "grt_pass1_wl_mm": 5.99,
        "grt_max_degree": 29,
        "gr-total-overflow": 0,
        "track_usage_pct": 12.0,
        "grt_pass1_vias": 1287,
        "antenna_found_initial": 0,
    },
    "worst_hold_path": {
        "min-delay-path-class": "reg2reg",
    },
    "run": {
        "max_cap_violations": 0,
        "warnings": 37,
    },
}
## per-layer routing
metal / GRT usage (%) / up-vias / routed length (um)
li1: - / 715 / -
met1: 19.0 / 665 / 1860
met2: 18.4 / 15 / 1680
met3: 2.05 / 6 / 106
met4: 1.07 / 0 / 41
met5: 0 / - / 0
## registers in the layout, summed over array words and instances, names as in the netlist
register / count
U1.U3.rData: 4
U2.isEn: 1
U1.U3.isCount: 1
U1.U1.H2L_F1: 1
U2.rData: 4
U1.U2.Count_BPS: 12
U1.U3.i: 4
U1.U1.H2L_F2: 1
U1.U3.isDone: 1
## critical path: stages, from the launching register on
cell	delay, ns
dfrtp_1	0.40
buf_4	0.15
buf_4	0.13
ha_1	0.19
nand3_2	0.08
inv_2	0.04
nand2_2	0.08
ha_4	0.20
and4bb_2	0.28
nand4_1	0.18
a2111oi_4	0.43
nand4_1	0.14
mux2_1	0.32
## layout make-up
type / instances / area (um^2)
clock buffers: 5 / 68.8
clock inverters: 3 / 17.5
fillers: 570 / 3550
inverters: 9 / 36.3
multi-input cells: 135 / 1160
flip-flops and latches: 29 / 734
well taps: 75 / 93.8
repair buffers: 37 / 300
## repair_timing
action / in CTS / in global routing
pin swaps: 3 / 6
hold buffers: 0 / 0
cloned: 0 / 0
resized: 9 / 8
setup buffers: 2 / 1
setup endpoints to repair: 4 / 4
## kinds of logic (layout without fill, tap and decap cells)
group	count (synthesis)	after routing	share of synthesized area, %
and+or+nand+nor	73	73	22.5
DFF	29	29	39.4
AOI/OAI and AO/OA	19	19	7.46
adders and majority gates	18	18	12.1
buffers and inverters	16	54	4.37
xor gates and xnor gates	13	13	7.12
muxes	12	12	7.06
## placed cells by master, fill, tap and decap left out, drive strengths merged, types with 2 or more instances in the layout
| cell | Yosys | final |
|---|---|---|
| dfrtp | 26 | 26 |
| nand2b | 2 | 2 |
| dfstp | 2 | 2 |
| buf | 5 | 31 |
| nand4 | 5 | 5 |
| nor3 | 2 | 2 |
| xnor2 | 6 | 6 |
| a21oi | 3 | 3 |
| and4bb | 2 | 2 |
| clkdlybuf4s50 | 0 | 6 |
| nand2 | 10 | 10 |
| mux2i | 3 | 3 |
| and3 | 7 | 7 |
| a31oi | 5 | 5 |
| nor2 | 17 | 17 |
| inv | 9 | 9 |
| clkbuf | 2 | 5 |
| clkinv | 0 | 2 |
| ha | 18 | 18 |
| mux2 | 9 | 9 |
| and4b | 2 | 2 |
| nor3b | 2 | 2 |
| nand3 | 16 | 16 |
| o21ai | 5 | 5 |
| nor4b | 2 | 2 |
| xor2 | 7 | 7 |
## power breakdown
part / leakage, nW / switching [W] / total [W] / internal (W)
sequential: 0.347 / 0.000160 / 0.000793 / 0.000633
clock: 0.0439 / 0.000189 / 0.000388 / 0.000199
combinational: 0.675 / 0.000895 / 0.00192 / 0.00103
total: 1.07 / 0.00124 / 0.00310 / 0.00186
## per-stage QoR
stage | instances | hold WS [ns] | total power (W) | TNS (ns)
2_1_floorplan | 180 | 0.184 | 0.00187 | -0.851
3_3_place_gp | 282 | 0.356 | 0.00245 | -1.30
3_5_place_dp | 282 | 0.355 | 0.00245 | -1.27
4_1_cts | 292 | 0.365 | 0.00300 | -0.973
5_1_grt | 293 | 0.374 | 0.00336 | -1.61
6_report | 293 | 0.364 | 0.00310 | -1.03
## worst min-delay path by stage
| stage | startpoint | to | cells past startpoint |
|---|---|---|---|
| final | U1.U1.H2L_F1$_DFF_PN1_ | U1.U1.H2L_F2$_DFF_PN1_ | 0 |
| after global routing | U1.U1.H2L_F1$_DFF_PN1_ | U1.U1.H2L_F2$_DFF_PN1_ | 0 |
| after CTS | U1.U1.H2L_F1$_DFF_PN1_ | U1.U1.H2L_F2$_DFF_PN1_ | 0 |
Power and IR drop assume default switching activity.
